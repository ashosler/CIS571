## flow/config.mk

```make
export PLATFORM = sky130hd
export DESIGN_NAME = lc4_alu
export DESIGN_NICKNAME = lc4_alu
export VERILOG_FILES = /design/flow/design.v
export SDC_FILE = /design/flow/constraint.sdc
export NUM_CORES = 4
export LEC_CHECK = 1
export CORE_UTILIZATION = 30
```

## flow/constraint.sdc

```tcl
current_design lc4_alu

set clk_period 106.3
set clk_io_pct 0.2

create_clock -name clk0 -period $clk_period

set non_clock_inputs [all_inputs -no_clocks]
set_input_delay [expr $clk_period * $clk_io_pct] -clock clk0 $non_clock_inputs
set_output_delay [expr $clk_period * $clk_io_pct] -clock clk0 [all_outputs]
```

## flow/design.v

```verilog
`timescale 1ns / 1ps
`default_nettype none
module lc4_divider(input  wire [15:0] i_dividend,
                   input  wire [15:0] i_divisor,
                   output wire [15:0] o_remainder,
                   output wire [15:0] o_quotient);
   genvar i;
   wire [15:0] r_i [16:0];
   wire [15:0] dn_i [16:0];
   wire [15:0] q_i [16:0];
   assign r_i[0] = 16'b0;
   assign dn_i[0] = i_dividend;
   assign q_i[0] = 16'b0;
   generate
   for (i = 1; i <= 16; i = i + 1) begin
      lc4_divider_one_iter d0(.i_dividend(dn_i[i-1]),
			      .i_divisor(i_divisor),
                              .i_remainder(r_i[i-1]),
                              .i_quotient(q_i[i-1]),
                              .o_dividend(dn_i[i]),
                              .o_remainder(r_i[i]),
                              .o_quotient(q_i[i]));
   end
   endgenerate
   assign o_remainder = i_divisor === 0 ? 16'b0 : r_i[16];                                                                                   
   assign o_quotient = i_divisor === 0 ? 16'b0 : q_i[16];
endmodule  
module lc4_divider_one_iter(input wire [15:0] i_dividend,
                            input wire [15:0] i_divisor,
                            input wire [15:0] i_remainder,
                            input wire [15:0] i_quotient,
                            output wire [15:0] o_dividend,
                            output wire [15:0] o_remainder,
                            output wire [15:0] o_quotient);
   wire [15:0] r_shift;
   wire [15:0] r_sub;
   wire select;
   assign r_shift = i_remainder << 1 | i_dividend >> 15;
   assign select = r_shift < i_divisor;
   assign r_sub = r_shift - i_divisor;
   assign o_quotient = select ? (i_quotient << 1) : (i_quotient << 1 | 16'b1);   
   assign o_remainder = select ? r_shift : r_sub;
   assign o_dividend = i_dividend << 1;   
endmodule
`timescale 1ns / 1ps
`default_nettype none
module lc4_alu(input  wire [15:0] i_insn,
               input wire [15:0]  i_pc,
               input wire [15:0]  i_r1data,  
               input wire [15:0]  i_r2data,  
               output wire [15:0] o_result);
   wire [3:0] op = i_insn[15:12];
   wire [15:0] and_result;
   wire	[15:0] not_result;
   wire [15:0] or_result;
   wire	[15:0] xor_result;
   assign and_result = i_insn[5] == 1'b0 ? i_r1data & i_r2data :  
		       i_insn[4] == 1'b0 ? i_r1data & (16'b0 | i_insn[4:0]):  
		       i_r1data & ((16'hffff << 5) | i_insn[4:0]);  
   assign not_result = ~i_r1data;
   assign or_result = i_r1data | i_r2data;
   assign xor_result = i_r1data ^ i_r2data;
   wire	[15:0] const_result;
   wire	[15:0] hiconst_result;
   assign const_result = i_insn[8] == 1'b0 ? 16'b0 | i_insn[8:0] : (16'hffff << 9) | i_insn[8:0];
   assign hiconst_result = (i_r1data & 16'hff) | (i_insn[7:0] << 8);
   wire [15:0] sll_result;
   wire [15:0] sra_result;
   wire [15:0] srl_result;
   assign sll_result = i_r1data << i_insn[3:0];
   assign sra_result = $signed(i_r1data) >>> i_insn[3:0];
   assign srl_result = i_r1data >> i_insn[3:0];
   wire [15:0] mul_result;
   assign mul_result = i_r1data * i_r2data;   
   wire [15:0] div_result;
   wire [15:0] mod_result;
   lc4_divider d0(.i_dividend(i_r1data),
		  .i_divisor(i_r2data),
		  .o_remainder(mod_result),
		  .o_quotient(div_result));
   wire [15:0] add_result;
   wire [15:0] add_a;
   wire [15:0] add_b;
   wire add_cin;
   assign add_a = op == 4'b0001 ? i_r1data :  
		  op == 4'b0110 ? i_r1data :  
		  op == 4'b0111	? i_r1data :  
		  op == 4'b0000 ? i_pc :  
		  op == 4'b0010 ? i_r1data :  
		  op == 4'b1100 ? i_pc :  
		  16'b0;
   assign add_b = (op == 4'b0001) & (i_insn[5:3] == 3'b000) ? i_r2data :  
		  (op == 4'b0001) & (i_insn[5:3] == 3'b010) ? ~i_r2data :  
		  (op == 4'b0001) & (i_insn[5] == 1'b1) & (i_insn[4] == 1'b0) ? 16'b0 | i_insn[4:0] :  
		  (op == 4'b0001) & (i_insn[5] == 1'b1) & (i_insn[4] == 1'b1) ? (16'hffff << 5) | i_insn[4:0] :  
		  (op == 4'b0110) & (i_insn[5] == 1'b0) ? 16'b0 | i_insn[5:0] :  
		  (op == 4'b0110) & (i_insn[5] == 1'b1) ? (16'hffff << 6) | i_insn[5:0] :  
		  (op == 4'b0111) & (i_insn[5] == 1'b0) ? 16'b0 | i_insn[5:0] :  
		  (op == 4'b0111) & (i_insn[5] == 1'b1) ? (16'hffff << 6) | i_insn[5:0] :  
		  (op == 4'b0000) & (i_insn[8] == 1'b0) ? 16'b0 | i_insn[8:0] :  
		  (op == 4'b0000) & (i_insn[8] == 1'b1) ? (16'hffff << 9) | i_insn[8:0] :  
		  (op == 4'b0010) & (i_insn[8] == 1'b0) ? ~i_r2data :  
		  (op == 4'b0010) & (i_insn[8:7] == 2'b11) ? ~(16'b0 | i_insn[6:0]) :  
		  (op == 4'b0010) & (i_insn[8:7] == 2'b10) & (i_insn[6] == 1'b0) ? ~(16'b0 | i_insn[6:0]) :  
		  (op == 4'b0010) & (i_insn[8:7] == 2'b10) & (i_insn[6] == 1'b1) ? ~((16'hffff << 7) | i_insn[6:0]) :  
		  (op == 4'b1100) & (i_insn[10] == 1'b0) ? 16'b0 | i_insn[10:0] : 
		  (op == 4'b1100) & (i_insn[10] == 1'b1) ? (16'hffff << 11) | i_insn[10:0] : 
		  16'b0;
   assign add_cin = (op == 4'b0001) & (i_insn[5:3] == 3'b010) ? 1'b1 :  
		    (op == 4'b0000) ? 1'b1 :  
		    (op == 4'b0010) ? 1'b1 :  
		    (op == 4'b1100) ? 1'b1 :  
		    1'b0;  
   cla16 c0(.a(add_a),
	    .b(add_b),
	    .cin(add_cin),
	    .sum(add_result));
   wire [15:0] jmpr_result = i_r1data;
   wire [15:0] jsr_result = (i_pc & 16'b1000000000000000) | (i_insn[10:0] <<4) ;  
   wire [15:0] jsrr_result = i_r1data;
   wire [15:0] rti_result = i_r1data;
   wire [15:0] trap_result = 16'b1000000000000000 | i_insn[7:0];
   wire [15:0] cmp_result;
   wire [15:0] cmpu_result;
   wire [15:0] cmpi_result;
   wire [15:0] cmpiu_result;
   assign cmp_result = add_result == 16'b0 ? 16'b0 :
		       (i_r1data[15] == 1'b0) & (i_r2data[15] == 1'b1) ? 16'b1 :  
		       (i_r1data[15] == 1'b1) & (i_r2data[15] == 1'b0) ? 16'hffff :  
		       add_result[15] == 1'b0 ? 16'b1 :
                       16'hffff;
   assign cmpu_result = i_r1data == i_r2data ? 16'b0 :
			i_r1data > i_r2data ? 16'b1 :
			16'hffff; 
   assign cmpi_result = add_result == 16'b0 ? 16'b0 :
			(i_r1data[15] == 1'b0) & (i_insn[6] == 1'b1) ? 16'b1 :  
			(i_r1data[15] == 1'b1) & (i_insn[6] == 1'b0) ? 16'hffff :  
			add_result[15] == 1'b0 ? 16'b1 :
			16'hffff;
   assign cmpiu_result = i_r1data == (16'b0 | i_insn[6:0]) ? 16'b0 :
                         i_r1data > (16'b0 | i_insn[6:0]) ? 16'b1 :
                         16'hffff;
   wire [15:0] add_to_div;	       
   wire [15:0] jsrr_to_jsr;
   wire [15:0] and_to_xor;
   wire [15:0] sll_to_mod;
   wire [15:0] jmpr_to_jmp;
   wire [15:0] cmp_to_cmpiu;
   assign add_to_div = i_insn[5:3] == 3'b001 ? mul_result:
	 	       i_insn[5:3] == 3'b011 ? div_result:
		       add_result;  
   assign jsrr_to_jsr = i_insn[11] == 1'b0 ? jsrr_result :
			jsr_result;
   assign and_to_xor = i_insn[5:3] == 3'b001 ? not_result :
		       i_insn[5:3] == 3'b010 ? or_result :
		       i_insn[5:3] == 3'b011 ? xor_result :
		       and_result;  
   assign sll_to_mod = i_insn[5:4] == 2'b00 ? sll_result :
		       i_insn[5:4] == 2'b01 ? sra_result :
		       i_insn[5:4] == 2'b10 ? srl_result :
		       mod_result;
   assign jmpr_to_jmp = i_insn[11] == 1'b0 ? jmpr_result :
			add_result;  
   assign  cmp_to_cmpiu = i_insn[8:7] == 2'b00 ? cmp_result :
			  i_insn[8:7] == 2'b01 ? cmpu_result :
			  i_insn[8:7] == 2'b10 ? cmpi_result :
			  cmpiu_result;
   assign o_result = op == 4'b0000 ? add_result :  
		     op == 4'b0001 ? add_to_div :  
		     op == 4'b0010 ? cmp_to_cmpiu :  
		     op == 4'b0100 ? jsrr_to_jsr :  
		     op == 4'b0101 ? and_to_xor :  
		     op == 4'b0110 ? add_result :  
		     op	== 4'b0111 ? add_result :  
		     op == 4'b1000 ? rti_result : 
		     op == 4'b1001 ? const_result :
		     op == 4'b1010 ? sll_to_mod :  
		     op == 4'b1100 ? jmpr_to_jmp :  
		     op == 4'b1101 ? hiconst_result :
		     op == 4'b1111 ? trap_result :
		     16'b0;
endmodule
`timescale 1ns / 1ps
`default_nettype none
module gp1(input wire a, b,
           output wire g, p);
   assign g = a & b;
   assign p = a | b;
endmodule
module gp4(input wire [3:0] gin, pin,
           input wire cin,
           output wire gout, pout,
           output wire [2:0] cout);
   assign cout[0] = (cin & pin[0]) | gin[0];
   assign cout[1] = gin[1] | (pin[1] & gin[0]) | (pin[1] & pin[0] & cin);
   assign cout[2] = gin[2] | (pin[2] & gin[1]) | (pin[2] & pin[1] & gin[0]) | (pin[2] & pin[1] & pin[0] & cin);
   assign gout = gin[3] | (pin[3] & gin[2]) | (pin[3] & pin[2] & gin[1]) | (pin[3] & pin[2] & pin[1] & gin[0]);
   assign pout = pin[3] & pin[2] & pin[1] & pin [0];
endmodule
module cla16
  (input wire [15:0]  a, b,
   input wire         cin,
   output wire [15:0] sum);
   genvar 	      i;
   wire [15:0] 	      g;
   wire	[15:0]        p;
   wire [15:0]        c;
   wire [3:0] 	      midp;
   wire	[3:0]         midg;
   generate
   for (i = 0; i < 16; i = i + 1) begin   
      gp1 g0(.a(a[i]),
	     .b(b[i]),
	     .g(g[i]),
	     .p(p[i]));
   end
   gp4 g1(.gin(g[3:0]),
	  .pin(p[3:0]),
	  .cin(cin),
	  .gout(midg[0]),
	  .pout(midp[0]),
	  .cout(c[2:0]));
   assign c[3] = midg[0] | midp[0] & cin;
   gp4 g2(.gin(g[7:4]),
          .pin(p[7:4]),
          .cin(c[3]),
          .gout(midg[1]),
          .pout(midp[1]),
          .cout(c[6:4]));
   assign c[7] = midg[1] | midp[1] & c[3];
   gp4 g3(.gin(g[11:8]),
          .pin(p[11:8]),
          .cin(c[7]),
          .gout(midg[2]),
          .pout(midp[2]),
          .cout(c[10:8]));
   assign c[11] = midg[2] | midp[2] & c[7];
   gp4 g4(.gin(g[15:12]),
          .pin(p[15:12]),
          .cin(c[11]),
          .gout(midg[3]),
          .pout(midp[3]),
          .cout(c[14:12]));
   assign c[15] = midg[3] | midp[3] & c[11];
   assign sum[0] = a[0] ^ b[0] ^ cin;   
   for (i = 1; i < 16; i = i + 1) begin
      assign sum[i]= a[i] ^ b[i] ^ c[i-1];
   end
endgenerate
endmodule
module gpn
  #(parameter N = 4)
  (input wire [N-1:0] gin, pin,
   input wire  cin,
   output wire gout, pout,
   output wire [N-2:0] cout);
endmodule
```

## flow/run.sh

```bash
#!/bin/bash
# OpenROAD 26Q1-2900-gdf79404cd8, Yosys 0.63+post, stock flow scripts
make -C /OpenROAD-flow-scripts/flow DESIGN_CONFIG=/design/flow/config.mk WORK_HOME=/design/flow/orfs finish
```

==> run_results.csv <==
group,metric,value,unit
outcome,outcome,"finished, final reports clean",
global_route,grt_max_degree,56,
synth,synthSimpleGateAreaFrac,20.6,%
synth,synthXorXnorAreaFrac,8.04,%
routing,drc,0,
synth,adder_share,28.7,%
setup_path,cp-start-kind,"input port",
final_timing,rsz0062_at_grt,"false",
setup_path,cp_common_cell,"ha_1",
clock_network,cts_resized,0,
final_layout,clock_buffers,0,
synth,ys_seq_share,0,%
synth,postSynthCellCount,3513,
flow_run,cap_violations,0,
setup_path,worstSetupPathType,"in2out",
final_layout,fillers,8619,
final_timing,post-route-period-util,77.2,%
synth,ys_warn_count,1,
worst_hold_path,hold_path_class,"in2out",
synth,aoi_share,31.8,%
global_route,overflow,0,
final_layout,layout_top_cells,"ha_1 (396), nor2_1 (385), nand2_1 (360)",
floorplan,ioPinCount,80,
clock_network,hold_buffers,0,
worst_hold_path,whs_endpoint,"o_result[15]",
routing,avgViaCountPerCell,5.88,
floorplan,fp_util,30.5,%
final_timing,finalSetupTns,0,ns
global_route,antenna_found_initial,3,
floorplan,coreArea,0.0794,mm^2
placement,gp_congestion,1.08,
floorplan,die_height,286,um
final_layout,comb_area,0.0227,mm^2
clock_network,cts_setup_buffers,0,
final_layout,seq_area,0,um^2
global_route,grt_pass1_vias,25100,
worst_hold_path,hold_path_depth,5,
routing,diodes,0,
setup_path,startpoint,"i_r1data[15]",
floorplan,dieArea,0.0818,mm^2
final_timing,setup_viol,0,
worst_hold_path,hold_path_startpoint,"i_insn[15]",
synth,yosys-stat-cells,3513,
final_timing,setup_ws,24.25,ns
final_layout,area.growth.synth_to_final,9.72,%
setup_path,cp_slowest_stage_delay,0.69,ns
synth,syn_area,0.0242,mm^2
placement,place_worst_setup_slack,25.05,ns
routing,drtIter0Drc,2915,
setup_path,end_kind,"primary output",
setup_path,path_max_fanout,31,
synth,yosys-dominant-comb-family,"AND-OR/OR-AND gates",
final_timing,finalHoldViolCount,0,
final_layout,flop-count,0,
routing,drt-total-wl,106000,um
synth,mux_area_share,4.22,%
final_layout,lay_top_count,"ha_1",
global_route,grt_pass1_wl,159000,um
routing,drtAntennaViolNets,0,
final_timing,min_period,82.05,ns
final_timing,fmax,12.2,MHz
final_timing,worst_slew_pin_slew,1.06,ns
global_route,grt_use_total,25.8,%
flow_run,warnings,105,
placement,post-dp-hpwl,80300,um
synth,ys_chip_area,0.0242,mm^2
placement,port_buffers,80,
routing,vias,27000,
setup_path,crit_required,85.04,ns
synth,avgSynthCellArea,6.88,um^2
floorplan,rows,103,
routing,first_pass_iters,6,
setup_path,crit_path_top_delay_cell,"or4b_2",
final_timing,slew_headroom,28.4,%
routing,avgRoutedWirePerCell,23.1,um
synth,synth_cell_type_count,88,
setup_path,worstPathArrival,60.79,ns
floorplan,die_w,286,um
final_layout,drive_above_1_share,6.26,%
final_timing,drv_slew,0,
[area by class of cell]
type	instances	share of cell area, %
Timing Repair Buffer	184	5.85
Multi-Input combinational cell	3094	85.4
Inverter	268	3.79
Tap cell	1050	4.95
[logic make-up (layout without fill, tap and decap cells)]
group | Yosys count | in the layout
compound gates | 1172 | 1172
simple gates | 1108 | 1108
fa+ha+maj | 495 | 495
buf+inv | 425 | 452
xor+xnor | 222 | 222
mux | 90 | 90
other cells | 1 | 7
[layer usage]
layer	GRT usage, %	vias to the layer above	part of all wire, %
li1	-	12800	-
met1	36.0	12600	43
met2	39.3	1341	43
met3	5.20	259	9.6
met4	9.95	4	4.9
met5	0	-	0.022
[worst max-delay path by stage]
stage	to	slack, ns	cells after the start
final	o_result[15]	24.25	135
after global routing	o_result[15]	21.27	140
after CTS	o_result[15]	24.89	137
[Yosys cell counts (10+ instances only)]
cell / n / area [um^2]
a2111oi_0: 14 / 123
o311ai_0: 15 / 131
xor2_1: 80 / 701
a21o_1: 75 / 563
xnor2_1: 142 / 1240
or2_2: 15 / 93.8
a211o_1: 13 / 114
a21oi_1: 300 / 1500
inv_1: 258 / 968
o31a_1: 10 / 87.6
a211oi_1: 46 / 345
clkbuf_1: 130 / 488
o2111ai_1: 12 / 105
nand2b_1: 40 / 250
a221oi_1: 37 / 324
a21boi_0: 14 / 105
nand2_1: 360 / 1350
o21bai_1: 39 / 293
fa_1: 99 / 1980
o221ai_1: 18 / 158
o211a_1: 10 / 100
mux2_2: 47 / 529
nor2b_1: 26 / 163
o22ai_1: 32 / 200
ha_1: 396 / 4950
nand4_1: 12 / 75.1
mux2i_1: 37 / 370
and2_1: 24 / 150
nor4_1: 15 / 93.8
o31ai_1: 21 / 158
o41ai_1: 10 / 87.6
o211ai_1: 38 / 285
and3_1: 16 / 100
nand3_1: 62 / 310
o21a_1: 54 / 405
a31o_2: 12 / 105
a31oi_1: 52 / 325
a22oi_1: 31 / 233
o21ai_0: 246 / 1230
nor3_1: 79 / 395
or3_1: 34 / 213
nor2_1: 385 / 1450
buf_1: 23 / 86.3
a221o_1: 12 / 120
[metrics by stage]
stage / area [um^2] / utilization, % / hold slack (ns) / instances
global placement: 26500 / 33.4 / 43.88 / 4596
global route: 26500 / 33.4 / 43.94 / 4596
detailed placement: 26500 / 33.4 / 43.87 / 4596
floorplan: 24200 / - / 42.75 / 3519
finish: 26500 / 33.4 / 43.89 / 4596
CTS: 26500 / 33.4 / 43.88 / 4596
[critical path: cells and delay by family]
family	cells	cell delay, ns
compound gates	68	20.87
simple gates	28	6.71
fa+ha+maj	17	5.72
buf+inv	17	4.29
mux	4	1.59
xor+xnor	1	0.21
